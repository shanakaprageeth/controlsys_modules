## /design/flow/design.v

```verilog
`timescale 1ns / 1ps
module filter_basic( clk, rst, filter_input, filter_output );
parameter REG_MAX = 32;
parameter GAIN_1 = 1;
parameter GAIN_2 = 16;
input clk;
input rst;
input [REG_MAX - 1 :0] filter_input;
output reg [REG_MAX - 1: 0] filter_output = 0;
reg signed [REG_MAX - 1 : 0 ] filter_out_prev = 0;
reg signed [REG_MAX + 3 : 0 ] filter_out_temp = 0;  
always @(posedge clk) begin
	if (rst) begin
		filter_out_prev <= 0;
		filter_output <= 0;
		filter_out_temp <= 0;
	end
	else begin
		filter_out_temp <= filter_out_prev +( GAIN_1 * filter_input )+ (GAIN_2 * filter_output);
		filter_output <= filter_out_temp[REG_MAX + 3 : 4 ];
		filter_out_prev <= filter_output;
	end
end
endmodule
```

## /design/flow/run.sh

```bash
#!/bin/bash
# OpenROAD 26Q1-2900-gdf79404cd8, Yosys 0.63+post, stock flow scripts
make -C /OpenROAD-flow-scripts/flow DESIGN_CONFIG=/design/flow/config.mk WORK_HOME=/design/flow/orfs finish
```

## /design/flow/config.mk

```make
export PLATFORM = sky130hd
export DESIGN_NAME = filter_basic
export DESIGN_NICKNAME = filter_basic
export VERILOG_FILES = /design/flow/design.v
export SDC_FILE = /design/flow/constraint.sdc
export NUM_CORES = 4
export LEC_CHECK = 1
export CORE_UTILIZATION = 40
```

## /design/flow/constraint.sdc

```tcl
current_design filter_basic

set clk_period 14.7
set clk_io_pct 0.2

create_clock -name clk0 -period $clk_period [get_ports {clk}]

set non_clock_inputs [all_inputs -no_clocks]
set_input_delay [expr $clk_period * $clk_io_pct] -clock clk0 $non_clock_inputs
set_output_delay [expr $clk_period * $clk_io_pct] -clock clk0 [all_outputs]
```

==> job_summary.md <==
## Synthesis and layout report

| Metric | Value |
|---|---|
| Status | finished, final reports clean |
| Power share of the sequential group | 0.365 |
| Routability congestion estimate | 0.8578 |
| CTS tree | built |
| Count of final hold-check violations | 0 |
| Relative slew slack | 0.6589 |
| Routed WL | 9117 µm |
| First-pass GRT wire length | about 16000 µm |
| P_leak | 2.504 nW |
| Top-count cell post-synth | dfxtp_1 |
| Per-cell routed wire length | 13.65 µm |
| Fill cells | 1030 |
| Die area | 12230 µm² |
| Tool warnings | 25 |
| Yosys Chip Area | 4718 µm² |
| Num ports | 66 |
| Critical Path RT | 14930 ps |
| Hold slack | ~440 ps |
| Main flop type | dfxtp_1 |
| Yosys warning count | 1 |
| Vias in the first global route | 3222 |
| Logic area | approximately 2700 µm² |
| Detail Route Antenna Nets | 0 |
| Max-area cell share | 0.4073 |
| FF/Latch Area | 1922 µm² |
| Fmax | 170.4 MHz |
| Clk sinks | 96 |
| Cycle use final | 0.3993 |
| Synth top area cells | dfxtp_1 41%, fa_1 12%, ha_1 9.0% |
| Commonest cells in the synthesized netlist | 96 x dfxtp_1, 68 x nor2b_1, 35 x nor2_1 |
| Yosys adder share | 0.2090 |
| Die height | 110.6 µm |
| Postcts setup bufs | 0 |
| Net Sw Power | between 0.0003 and 0.0004 W |
| Distinct cell type count after synthesis | 49 |
| Cts repair resizes | 0 |
| AO/OA Area Share | 0.1334 |
| Worst Max-Slew Pin Slew | between 500 and 600 ps |
| Total GRT Usage | 0.1625 |
| Setup WS pre-CTS | 8502 ps |
| Ys flops | roughly 96 |
| Root Buffer | clkbuf_16 |
| Max Slew Vio Count | 0 |
| Dpl hpwl | about 6800 µm |
| H-Tree Depth | 3 |
| VDD IR-drop max | 0.09951 mV |
| Final instance count without filler cells | 668 |
| CP Capture Type | register |
| Clk latency of the worst-skew pair | 340 ps |
| FFs w/ async S/R, synth | 0 |
| Startpoint types | input port |
| Pin count of the biggest net entering global routing | roughly 51 |
| Clk buf depth | 2 |
| Port-buffer cells | 65 |
| Core ar. | 11470 µm² |
| Cell Area, Synth | 4718 µm² |
| Xor/xnor share | 0.04641 |
| Yosys cell count | ~460 |
| And+or+nand+nor area frac | 0.1774 |
| Gate power share | 0.390 |
| Number of DRC markers in iteration 0 | ~120 |
| Final min period | 5870 ps |
| Pwr/cell area | 166.1 nW/µm² |
| Unrepaired setup endpoints after global routing | false |
| Initial antenna violation count | 0 |
| FP Core Util | 0.4115 |
| Cell internal pwr | between 0.0006 and 0.0007 W |
| Clock slew at reported path FFs | 70 ps |
| Dominant combinational family | adder cells |
| Mux frac, synth | 0.004773 |
| WP data arrival | 6100 ps |
| Crit path max fanout | 4 |
| CTS Hold Bufs | 0 |
| Sw Share | 0.3354 |
| CP Class | input port to register |
| Die Width | 110.6 µm |
| Final setup violation count | 0 |
| Layout cell share with drive strength beyond 1 | 0.06286 |
| Clk_skew | 8.749 ps |
| Synthesized area per cell | 10.30 µm² |
| Syn Inst Count | approximately 460 |
| Max-Cap Viols | 0 |
| DRC violation count after routing | 0 |
| FP Rows | 39 |
| Via density | 4.865 |
| Cells after DPL | 652 |
| GRT Residual Overflow | 0 |
| Area delta synth->final | 22.91% |
| Post-synth EDFFs | 0 |
| Total iterations of the first detailed-routing run | 4 |
| Yosys top cell by area | dfxtp_1 |
| Post-synth seq share | 0.4073 |
| Worst Hold Class | register to register |
| DR vias | 3250 |
| Clock Power Share | 0.244 |
| Total CTS buffers | 9 |
| Worst Slack Setup Final | 8830 ps |
| Ant diodes | 0 |
| Fin Setup TNS | 0 ps |
[kinds of logic (layout without fill, tap and decap cells)]
kind of cell,after synthesis,after routing
and+or+nand+nor,156,156
DFF,96,96
AOI/OAI and AO/OA,90,90
adders and majority gates,62,62
buffers and inverters,27,94
xor gates and xnor gates,25,25
muxes,2,2
[metrics by stage]
step,total power (W),utilization,area [µm²]
after floorplan,0.0006184,-,4718
after global placement,0.0007316,0.4793,5497
after detailed placement,0.0007311,0.4793,5497
after CTS,0.0009728,0.5057,5799
after global routing,0.001037,0.5057,5799
final,0.0009632,0.5057,5799
[per-layer routing]
metal | up-vias | track usage | share of wire
met2 | 70 | 0.2406 | 0.45
li1 | 1676 | - | -
met1 | 1496 | 0.2656 | 0.50
met4 | 0 | 0.01778 | 0.011
met3 | 8 | 0.03078 | 0.041
met5 | - | 0 | 0
[cell type report]
type                            count  area share
Clock buffer                        9     0.03883
Clock inverter                      7     0.01338
Inverter                           11    0.007120
Multi-Input combinational cell    335      0.4645
Sequential cell                    96      0.3314
Tap cell                          143     0.03085
Timing Repair Buffer               67      0.1139
[critical path: stages]
cell	delay, ps
clkdlybuf4s50_1	460
inv_1	50
fa_1	530
inv_1	50
ha_1	320
o21ai_1	110
a22oi_2	130
a211o_1	310
nor2b_4	150
o21ai_2	180
a21oi_2	100
or2_1	230
a31oi_1	210
mux2_1	330
[flip-flops by register name, indices dropped and copies added, names as in the netlist]
register         count
filter_out_prev     32
filter_output       32
filter_out_temp     32
[layout by cell type, fill, tap and decap left out, types with 5 or more instances in the layout]
cell type and count:
nand3_1 8, nand2_1 20, xnor2_1 14, nor2_1 35, nand4_1 8, dfxtp_1 96
fa_1 28, o21ai_1 5, clkbuf_16 9, nor2b_1 68, inv_1 11, clkdlybuf4s50_1 64
xor2_1 11, a21oi_1 29, o21ai_0 7, ha_1 34, a21o_1 16
[power by group through the flow]
| stage | combinational [W] | clock [W] | sequential (W) |
|---|---|---|---|
| 4_1_cts | 0.000377 | 0.000242 | 0.000354 |
| 5_1_grt | 0.000425 | 0.000253 | 0.000359 |
| 6_report | 0.000376 | 0.000235 | 0.000352 |
[path summary, 6_finish.rpt]
path | from | endpoint | slack [ps] | depth (start not counted)
worst min-delay path | filter_out_temp[23] | filter_output[19] | 440 | 1
worst max-delay path | filter_input[4] | filter_out_temp[31] | 8830 | 14
worst min register to register | filter_out_temp[23] | filter_output[19] | 440 | 1
worst max register to register | filter_output[9] | filter_out_temp[31] | 11550 | 11
No activity file was given, so power comes from the tool's default toggle rates.
