===== ./config.mk =====
export PLATFORM = sky130hd
export DESIGN_NAME = encoder_in
export DESIGN_NICKNAME = encoder_in
export VERILOG_FILES = /design/flow/design.v
export SDC_FILE = /design/flow/constraint.sdc
export NUM_CORES = 4
export LEC_CHECK = 1
export CORE_UTILIZATION = 30

===== ./constraint.sdc =====
current_design encoder_in

set clk_period 24.8
set clk_io_pct 0.2

create_clock -name clk0 -period $clk_period [get_ports {clk}]

set non_clock_inputs [all_inputs -no_clocks]
set_input_delay [expr $clk_period * $clk_io_pct] -clock clk0 $non_clock_inputs
set_output_delay [expr $clk_period * $clk_io_pct] -clock clk0 [all_outputs]

===== ./design.v =====
`timescale 1ns / 1ps
module encoder_in(
	clk,
	rst, 
	phaseA, 
	phaseB, 
	pulse_count,
	pulse_diff
    );
parameter REG_MAX = 64;
input 						clk;
input 						rst;
input 						phaseA;
input 						phaseB;
output 	reg signed[REG_MAX-1:0] 	pulse_count = 0;
output 	reg signed[REG_MAX-1:0] 	pulse_diff = 0;
reg 	[15:0]			count = 0;
reg 	[2:0] 			phaseA_del = 0;
reg 	[2:0] 			phaseB_del = 0;
reg 	signed [REG_MAX-1:0] 	pulse_count_prev = 0;
always @(posedge clk) 
	begin
		phaseA_del <= {phaseA_del[1:0],phaseA};
		phaseB_del <= {phaseB_del[1:0],phaseB};
		if ( rst ) 
			begin
				phaseA_del <= 0;
				phaseB_del <= 0;
				pulse_count <= 0;
				pulse_count_prev <= 0;
				pulse_diff <= 0;
				count <= 0;
			end	
		if (~rst) 
			begin
				count <= count + 1'b1;
				if(enable) 
					begin						
						if(direction) 
							begin
								if(count == 10000)
									begin
										pulse_diff <= pulse_count - pulse_count_prev;
										pulse_count <= pulse_count + 1'b1;
										pulse_count_prev <= pulse_count;	
										count <= 0;
									end
								else
									pulse_count <= pulse_count + 1'b1;
							end
						if (~direction) 
							begin
								if(count == 10000)
									begin
										pulse_diff <= pulse_count - pulse_count_prev;										
										pulse_count <= pulse_count - 1'b1;
										pulse_count_prev <= pulse_count;	
										count <= 0;
									end
								else
									pulse_count <= pulse_count - 1'b1;
							end
					end
				if(~enable)
					begin
						if(count == 10000)
							begin
								pulse_diff <= pulse_count - pulse_count_prev;
								pulse_count_prev <= pulse_count;	
								count <= 0;
							end
					end				
			end		
	end
wire enable = phaseA_del[1] ^ phaseA_del[2] ^ phaseB_del[1] ^ phaseB_del[2];
wire direction = phaseA_del[1] ^ phaseB_del[2];
endmodule

===== ./run.sh =====
#!/bin/bash
# OpenROAD 26Q1-2900-gdf79404cd8, Yosys 0.63+post, stock flow scripts
make -C /OpenROAD-flow-scripts/flow DESIGN_CONFIG=/design/flow/config.mk WORK_HOME=/design/flow/orfs finish

==> summary.txt <==
run results: clk buf depth 3, power per cell area 112 nW/um^2, CTS resizes 0, fin. max-slew vios 0, hold-fix buffers at CTS 0, final setup violation count 0, Critical Path Max Stage Delay between 0.5 and 0.6 ns, post-synthesis cell area 15000 um^2, Flop area between 4000 and 5000 um^2, Layout Skew 0.0286 ns, Synth Area in XOR/XNOR under 10%, floorplan row count between 80 and 90, number of max-cap violations 0, main flop type dfxtp_1, Synth Area in Adders 10.9%, Power Total 0.00199 W, area leader, netlist dfxtp_1, core area 49200 um^2, initial DRC count 958, # fillers 5055, vias in the first global route around 13000, post-synth tally of flip-flops with integrated enable 0, area of the multi-input gates ~9900 um^2, Setup TNS 0 ns, yosys aoi share 25.8%, number of CTS-inserted buffers 26, Top Family by Delay on Critical Path buffers and inverters, WHS 0.435 ns, crit path DRT between 15 and 20 ns, yosys cell count 2055, Largest type area fraction 28.5%, Top cells by area dfxtp_1 29%, ha_1 11%, nand2_1 9.7%, tool warnings 26, Dominant comb cell AND-OR/OR-AND gates, Pint 0.00112 W, Least-Margin Pin Slew 0.753 ns, final period utilization 26.5%, Area Overhead vs Synth 18.4%, clk sinks approximately 210, gr usage total 17.6%, largest net degree at the start of global routing 87, Seq/Total Area, Yosys approximately 29%, clk latency late pin 0.56 ns, clk slew on worst S/H paths 0.06 ns, Slew Limit Headroom 49.4%, CTS tree done, AND/OR/NAND/NOR Cells, Area Fraction 22.3%, Flops after synth 214, final hold violations 0, startpoint types flip-flop, Setup Buffers After CTS 0, mux share 0.342%, num ports 132, layout cells sized above 1 3.75%, initial antenna violation count 0, WL/cell 15.8 um, count of cell types in the netlist slightly above 70, vias per cell slightly above 5, Remaining Overflow, GRT 0, Slowest-stage cell, CP clkdlybuf4s50_1, FFs w/ async S/R, synth 0%, DRC 0, status completed, switch share 43.8%, P_sw 0.000872 W, clk root buf clkbuf_16, die area 50900 um^2, average size of a mapped cell 7.30 um^2, routability cong. 0.958, drt first pass iters 5, crit path cell chain clkdlybuf4s50_1, WP buf/inv 1, CP endpoint kind output pin, Hold Path Class flip-flop to flip-flop, Die Wd 226 um, Max VDD drop around 60 uV, dpl hpwl 33200 um, synth warn 1, part of the power in combinational logic 57.9%, H-tree depth 1, Crit Path Class flip-flop to output pin, post-route antenna net violation count 0, crit-path max FO 5, antenna diode count 0, Reg power frac 21.2%, area reported by Yosys stat 15000 um^2, fmax 152 MHz, die extent in y 226 um, via count 14400, first-pass GRT wire length 71200 um, Layout Utilization 36.1%, critical path data arrival time around 1.6 ns, IO Port Bufs 131, power share of the clock group a little over a fifth, Mapped Cells 2055, LEAKAGE 6.97 nW, FP Core Util roughly 31%, final wirelength 44300 um, RSZ-0062 raised after global routing false, crit path time final 6.57 ns
-- area by class of cell --
class	count	area share (%)
multi-input combinational	1631	55.9
tap	664	4.68
inverter	98	2.07
sequential	214	24.1
clock buffer	35	4.08
timing repair buffer	144	7.94
clock inverter	13	1.19
-- power by group through the flow --
stage | Combinational (W) | Clock [W] | Sequential [W]
after CTS | 0.00115 | 0.000429 | 0.000424
final | 0.00115 | 0.000416 | 0.000422
after global routing | 0.00128 | 0.000442 | 0.000427
-- metrics by stage --
| stage | std cells | setup slack (ns) | cell area [um^2] |
|---|---|---|---|
| after global routing | 2799 | 18.17 | 17800 |
| after CTS | 2799 | 18.18 | 17800 |
| final | 2799 | 18.23 | 17800 |
| after global placement | 2751 | 18.01 | 16800 |
| after detailed placement | 2751 | 18.01 | 16800 |
| after floorplan | 2055 | 18.85 | 15000 |
-- placed cells by master, fill, tap and decap left out, types with 43 or more instances in the layout --
master / count
dfxtp_1: 214
a21o_1: 65
o21ai_0: 94
clkdlybuf4s50_1: 130
ha_1: 127
nand2_1: 387
xnor2_1: 69
nand3_1: 43
inv_1: 97
a21oi_1: 273
nor2_1: 122
xor2_1: 49
-- layer usage --
metal  GRT usage, %  wire length (um)  vias to the layer above
met3           2.06              2120                       58
met1           26.4             21600                     6628
met5              0                 0                        -
met2           27.5             19700                      354
met4           3.58               991                        0
li1               -                 -                     7362
-- worst paths after layout --
path	start	slack [ns]	to	cells after the start
setup reg to reg	phaseA_del[1]$_SDFF_PP0_	20.08	pulse_count[51]$_DFF_P_	13
hold reg to reg	phaseA_del[0]$_SDFF_PP0_	0.43	phaseA_del[1]$_SDFF_PP0_	1
setup / recovery	pulse_count[54]$_DFF_P_	18.23	pulse_count[54]	1
hold / removal	phaseA_del[0]$_SDFF_PP0_	0.43	phaseA_del[1]$_SDFF_PP0_	1
-- registers in the layout, indices dropped and copies added (netlist names) --
signal,count
pulse_count_prev,64
phaseB_del,3
phaseA_del,3
pulse_count,64
pulse_diff,64
count,16
-- cells by family after synthesis --
| group | count (synthesis) |
|---|---|
| AND/OR/NAND/NOR | 750 |
| AND-OR/OR-AND | 629 |
| flip-flops | 214 |
| buffers and inverters | 210 |
| adder cells (fa/ha/maj) | 129 |
| XOR/XNOR | 118 |
| multiplexers | 5 |
-- Yosys cell counts, types with 4 or more instances --
library cell and n:
nand2b_1 21, nor4_1 8, a211o_1 7, a41oi_1 4
o211ai_1 8, o221ai_1 4, mux2i_1 4, o31a_1 8
a211oi_1 31, buf_1 7, o31ai_1 16, or2_2 4
a21o_1 65, o21ai_1 14, a21oi_1 273, and2_1 13
nand4_1 29, ha_1 127, clkbuf_1 100, dfxtp_1 214
nor3b_1 4, o21ai_0 94, a31oi_1 18, buf_2 5
nor2b_1 24, nand2_1 388, nor2_1 123, xnor2_1 69
o21a_1 13, nand3_1 43, or3_1 9, o21bai_1 25
xor2_1 49, and3_1 29, inv_1 98, nor3_1 41
Power figures rest on the tool's default switching activity, not on a simulated workload.
