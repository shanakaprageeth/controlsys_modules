[design/flow/run.sh]
#!/bin/bash
# OpenROAD 26Q1-2900-gdf79404cd8, Yosys 0.63+post, stock flow scripts
make -C /OpenROAD-flow-scripts/flow DESIGN_CONFIG=/design/flow/config.mk WORK_HOME=/design/flow/orfs finish
[design/flow/config.mk]
export PLATFORM = sky130hd
export DESIGN_NAME = BLDC_commutation
export DESIGN_NICKNAME = BLDC_commutation
export VERILOG_FILES = /design/flow/design.v
export SDC_FILE = /design/flow/constraint.sdc
export NUM_CORES = 4
export LEC_CHECK = 1
export CORE_UTILIZATION = 30
[design/flow/constraint.sdc]
current_design BLDC_commutation

set clk_period 4.8
set clk_io_pct 0.2

create_clock -name clk0 -period $clk_period [get_ports {clk}]

set non_clock_inputs [all_inputs -no_clocks]
set_input_delay [expr $clk_period * $clk_io_pct] -clock clk0 $non_clock_inputs
set_output_delay [expr $clk_period * $clk_io_pct] -clock clk0 [all_outputs]
[design/flow/design.v]
module BLDC_commutation(
	clk,
	rst,
	enable,
	hall_1,
	hall_2,
	hall_3,
	current_in,
	current_out_U,
	current_out_V,
	hall_error
    );
parameter REG_SIZE = 16;
input clk;
input rst;
input enable;
input hall_1;
input hall_2;
input hall_3;
input [REG_SIZE-1:0] current_in;
output reg [REG_SIZE-1:0] current_out_U = 0;
output reg [REG_SIZE-1:0] current_out_V = 0;
output reg hall_error = 0;
reg [4:0] state = 0;
always @(posedge clk)begin
	if(rst) begin
		current_out_U <= 0;
		current_out_V <= 0;
		state <= 0;
	end
	else begin
		if (enable) begin
			case(state)
				0: begin
					if ( (hall_1 & hall_2 & hall_3) || (hall_1 & hall_2 & hall_3) ) begin
						current_out_U <= 0;
						current_out_V <= 0;
						hall_error <= 1;
					end
					if (hall_1 & ~hall_2 & ~hall_3) begin
						current_out_U <= -current_in;
						current_out_V <= current_in;
						hall_error <= 0;
						state <= 1;
					end
					if (hall_1 & hall_2 & ~hall_3) begin
						current_out_U <= 0;
						current_out_V <= current_in;
						hall_error <= 0;
						state <= 2;						
					end
					if (~hall_1 & hall_2 & ~hall_3) begin
						current_out_U <= current_in;
						current_out_V <= 0;						
						hall_error <= 0;
						state <= 3;
					end
					if (~hall_1 & hall_2 & hall_3) begin
						current_out_U <= current_in;
						current_out_V <= -current_in;	
						hall_error <= 0;
						state <= 4;						
					end
					if (~hall_1 & ~hall_2 & hall_3) begin
						current_out_U <= 0;
						current_out_V <= -current_in;
						hall_error <= 0;
						state <= 5;
					end
					if (hall_1 & ~hall_2 & hall_3) begin
						current_out_U <= -current_in;
						current_out_V <= 0;
						hall_error <= 0;
						state <= 6;
					end
				end
				1: begin
					if ( hall_2 == 1 ) begin
						current_out_U <= 0;
						current_out_V <= current_in;
						state <= 2;
					end
					if ( hall_3 == 1 ) begin
						current_out_U <= -current_in;
						current_out_V <= 0;
						state <= 6;
					end
					if ( ~(hall_1 & ~hall_2 & ~hall_3) ) begin
						hall_error <= 1;
						state <= 0;
					end					
				end
				2: begin
					if ( ~hall_1 == 1 ) begin
						current_out_U <= current_in;
						current_out_V <= 0;	
						state <= 3;
					end
					if ( ~hall_2 == 1 ) begin
						current_out_U <= -current_in;
						current_out_V <= current_in;
						state <= 1;
					end
					if ( ~(hall_1 & hall_2 & ~hall_3) ) begin
						hall_error <= 1;
						state <= 0;
					end	
				end
				3: begin
					if ( hall_3 == 1 ) begin
						current_out_U <= current_in;
						current_out_V <= -current_in;
						state <= 4;
					end
					if ( hall_1 == 1 ) begin
						current_out_U <= 0;
						current_out_V <= current_in;
						state <= 2;
					end
					if ( ~(~hall_1 & hall_2 & ~hall_3) ) begin
						hall_error <= 1;
						state <= 0;
					end	
				end
				4: begin
					if ( ~hall_2 == 1 ) begin
						current_out_U <= 0;
						current_out_V <= -current_in;
						state <= 5;
					end
					if ( ~hall_3 == 1 ) begin
						current_out_U <= current_in;
						current_out_V <= 0;	
						state <= 3;
					end
					if ( ~(~hall_1 & hall_2 & hall_3) ) begin
						hall_error <= 1;
						state <= 0;
					end	
				end
				5: begin
					if ( hall_1 == 1 ) begin
						current_out_U <= -current_in;
						current_out_V <= 0;
						state <= 6;
					end
					if ( hall_2 == 1 ) begin
						current_out_U <= current_in;
						current_out_V <= -current_in;
						state <= 4;
					end
					if ( ~(~hall_1 & ~hall_2 & hall_3) ) begin
						hall_error <= 1;
						state <= 0;
					end	
				end
				6: begin
					if ( ~hall_3 == 1 ) begin
						current_out_U <= -current_in;
						current_out_V <= current_in;
						state <= 1;
					end
					if ( ~hall_1 == 1 ) begin
						current_out_U <= 0;
						current_out_V <= -current_in;
						state <= 5;
					end
					if ( ~(hall_1 & ~hall_2 & hall_3) ) begin
						hall_error <= 1;
						state <= 0;
					end	
				end
				default: begin
					state <= 0;
				end	
			endcase	
		end
		else begin
			current_out_U <= 0;
			current_out_V <= 0;
			state <= 0;
		end
	end
end
endmodule
==> flow_metrics.py <==
# Metrics from the implementation run
metrics = {
    "hold_path": {
        "hold_depth": 2,
        "hp-class": "register to register",
    },
    "setup_path": {
        "path_class": "input pin to register",
        "cp-end-kind": "register",
        "start_kind": "input pin",
        "path_max_fanout": 24,
        "ff2ff_path_depth": 6,
        "arrival_ns": 3.56,
        "critPathRequiredTime_ns": 5.00,
    },
    "place": {
        "dp_slack_ns": 1.20,
        "dp_hpwl_mm": 8.38,
        "io_buffers": 54,
        "gp_congestion": 0.928,
    },
    "power": {
        "p_comb_share_pct": 37.0,
        "p_sw_mw": 0.333,
        "p_per_area_mw_per_mm2": 231,
        "seqPwrFrac_pct": 36.7,
        "intPower_mw": 0.573,
        "leakage_nw": 1.28,
        "swShare_pct": 36.8,
        "peakVddDrop_mv": 0.0930,
        "pwr-share-clk_pct": 26.3,
    },
    "clock_network": {
        "post_cts_buffers": 0,
        "cts_tree": "built",
        "numCtsBuffers": 5,
        "root_buffer": "clkbuf_8",
        "htree_levels": 2,
        "cts.repair.resized": 0,
        "clk_latency_ns": 0.29,
        "cts_max_path_buffers": 2,
        "cts_sinks": 36,
        "cts_hold_buf": 0,
        "cts.clk_slew.worst_paths_ns": 0.08,
    },
    "synth": {
        "ys_types": 65,
        "synth_flops": 36,
        "syn_area_per_cell_um2": 6.97,
        "top_cells_by_area": "dfxtp_1 22%, o21ai_0 8.8%, a21oi_1 7.0%, clkbuf_1 4.1%, nor2_1 3.5%",
        "ys_cells": 463,
        "synth-edff-count": 1,
        "synthCells": 463,
        "yosysWarnings": 1,
        "synth_chip_area_mm2": 0.00323,
        "top_area_share_pct": 21.7,
        "ys_seq_share_pct": 22.7,
        "syn_area_mm2": 0.00323,
        "top_area_cell": "dfxtp_1",
        "ff_type": "dfxtp_1",
        "ys_async_sr_fraction_pct": 0,
    },
    "cells_and_area": {
        "final-comb-area_mm2": 0.00225,
        "syn2layout_area_growth_pct": 21.6,
        "n_fill_cell": 1067,
        "mostFrequentLayoutCells": "56 x o21ai_0, 54 x clkdlybuf4s50_1, 45 x a21oi_1",
        "drive_above_1_share_pct": 7.17,
        "fin_util_pct": 37.8,
        "seqCellArea_um2": 731,
        "final_common_cell": "o21ai_0",
    },
    "global_routing": {
        "grt_pass1_wl_mm": 19.5,
        "grt_pass1_vias": 3560,
        "overflow": 0,
        "track_usage_pct": 22.3,
        "antenna_found_initial": 0,
        "grt_max_degree": 34,
    },
    "detailed_routing": {
        "vias": 3872,
        "n_antenna_cell": 0,
        "drtIter0Drc": 372,
        "dr.pass1.iters": 5,
        "drc": 0,
        "antenna_left": 0,
        "avgRoutedWirePerCell_um": 19.4,
        "routed_wl_mm": 12.1,
        "vias_per_cell": 6.21,
    },
    "outcome": {
        "outcome": "finished, final reports clean",
    },
    "timing": {
        "setup_viol": 0,
        "maxSlewHeadroom_pct": 43.6,
        "slew_viol_final": 0,
        "tns_ns": 0,
        "fin_crit_ns": 3.36,
        "fin_skew_ns": 0.00664,
        "layout_setup_ws_ns": 1.44,
        "hold_violations": 0,
        "rsz0062_at_grt": "false",
        "fmax_mhz": 297,
        "worstMarginPinSlew_ns": 0.840,
        "fin_crit_sh_pct": 70.0,
    },
    "floorplan": {
        "fp_util_pct": 31.1,
        "fp.dieW_um": 106,
        "design.portCount": 55,
        "chipArea_mm2": 0.0112,
        "core-area_mm2": 0.0104,
        "num_rows": 37,
        "fp.dieH_um": 106,
    },
    "flow_run": {
        "tool_warnings": 25,
        "cap_violations": 0,
    },
}
[layer usage]
metal / vias to the layer above / global-route usage (%) / share of wire [%]
met3: 29 / 3.03 / 7.5
met4: 0 / 5.06 / 2.7
met1: 1851 / 31.6 / 44
met5: - / 0 / 0
li1: 1825 / - / -
met2: 167 / 36.3 / 46
[flip-flops by register name, indices dropped and copies added, names as in the netlist]
register and cells:
hall_error 1, current_out_V 16, state 3, current_out_U 16
[synth_stat cells, drive strengths merged, types with 7 or more instances]
cell and instances:
o21ai 61, a21oi 45, clkbuf 35, dfxtp 35, nor2 30, nand3 21, nor3 21, nand2 17
buf 16, nand2b 16, o31ai 16, a31oi 15, inv 10, nor2b 8, a221oi 7, o22ai 7
[critical path, cell delays in order]
cell             delay, ns
clkdlybuf4s50_1       0.39
buf_4                 0.21
nor2b_1               0.58
nor3_1                0.17
o21ai_2               0.63
buf_4                 0.36
nand3_1               0.13
o31ai_1               0.11
[area by class of cell]
cell class | count | share of cell area (%)
Clock buffer | 7 | 2.20
Clock inverter | 1 | 0.159
Inverter | 10 | 0.957
Multi-Input combinational cell | 366 | 57.3
Sequential cell | 36 | 18.6
Tap cell | 136 | 4.34
Timing Repair Buffer | 68 | 16.5
[final timing paths]
path,slack (ns),from,to
worst max-delay path,1.44,hall_1,current_out_U[13]
worst min-delay path,0.47,current_out_U[0],current_out_U[0]
worst min register to register,0.47,current_out_U[0],current_out_U[0]
worst max register to register,1.70,state[1],current_out_V[1]
[logic make-up (layout without fill, tap and decap cells)]
logic type | count (synthesis) | count (layout) | synth area share, %
buf+inv | 61 | 86 | 7.87
xor+xnor | 5 | 5 | 1.36
simple gates | 155 | 155 | 26.6
fa+ha+maj | 1 | 1 | 0.388
mux | 3 | 3 | 0.931
compound gates | 202 | 202 | 40.2
flops | 36 | 36 | 22.7
[power groups by stage]
stage         clock, mW  combinational, mW  sequential [mW]
finish            0.239              0.335            0.333
CTS               0.246              0.329            0.334
global route      0.256              0.366            0.336
[through the flow]
step           cells  power, mW  hold slack (ns)  instance area, um^2
2_1_floorplan    463      0.539            0.417                 3230
3_3_place_gp     616      0.670            0.451                 3830
3_5_place_dp     616      0.669            0.454                 3830
4_1_cts          624      0.909            0.475                 3920
5_1_grt          624      0.957            0.506                 3920
6_report         624      0.907            0.473                 3920
Power and IR drop assume default switching activity.
